$ cat flow/design.v
module fs_art (
input               clk,
input               rest,
input               par_en,  
input               data_valid,
input               ser_done,
output  reg         ser_en,
output  reg   [1:0] mux_sel,
output  reg         busy
); 
localparam ideal=2'b00,
              s1=2'b01,
              s2=2'b10,
              s3=2'b11;
  reg [1:0] current_state;
  reg [1:0] next_state;
  always @(posedge clk or negedge rest)
  begin 
  if(!rest)
  begin
    current_state<=ideal; 
  end
  else
  begin
   current_state<=next_state;  
  end         
  end
  always @(*)
  begin
              busy=1'b0;
              mux_sel=2'b0;
              next_state=ideal;
              ser_en=1'b0;
   case(current_state)
    ideal:begin
          if(data_valid)
            begin
              next_state=s1;
              ser_en=1'b1;
              mux_sel=2'b0;
            end
          else
            begin
              busy=1'b0;
              mux_sel=2'b0;
              next_state=ideal;
              ser_en=1'b0;
            end
          end
     s1: begin
              busy=1'b1;
              mux_sel=2'b01;
              next_state=s2;
              ser_en=1'b1;
            end
       s2: begin
              busy=1'b1;
              if(ser_done && par_en)
                begin
                  next_state=s3;
                   ser_en=1'b0;
                   mux_sel=2'b11;
                end
              else if(ser_done && ! par_en)
                begin
                  next_state=ideal;
                   ser_en=1'b0;
                   mux_sel=2'b00;
                end
              else
                begin
                  next_state=s2;
                   ser_en=1'b1;
                   mux_sel=2'b10;
                end
           end
        s3: begin
          if(data_valid)
            begin
              busy=1'b1;
              next_state=s1;
              ser_en=1'b1;
            end
          else
            begin
            busy=1'b1;
              next_state=ideal;
              ser_en=1'b0;  
            end 
          end
          endcase 
        end
endmodule
module mux_art   
(
input [1:0] sel,
input       clk,
input       rst,
input       busy,
input       ser_data,
input       par_bit,
output  reg   busy_reg,
output  reg out_tx_reg
);
reg  out_tx;
always @(posedge clk or negedge rst)
begin
  if(!rst)
    begin
    out_tx_reg<=1'b1;
    busy_reg<=1'b0;
  end
  else
    begin
    out_tx_reg<= out_tx;
    busy_reg<= busy;
    end
end
always @(*)
begin
  case (sel)
  2'b00:out_tx=1'b1;  
  2'b01:out_tx= 1'b0;  
  2'b10:out_tx=ser_data;  
  2'b11:out_tx=par_bit;   
  default: out_tx=1'b1;
endcase
end 
endmodule 
module parity   
(
input           clk,
input           rest,
input  [7:0]    p_data,
input           par_typ,
input           data_valid,
output reg      par_bit
);
always @(posedge clk or negedge rest)
begin
if (!rest)
  begin
 par_bit<=1'b0;
 end
else if (data_valid)
     begin
       if(par_typ)
         par_bit <= ~^ p_data;
       else
         par_bit<=^p_data;
     end
else
  begin
       if(par_typ)
         par_bit <= ~^ p_data;
       else
         par_bit<=^p_data;
     end
   end
   endmodule 
module serliser  
(
input              clk,
input              rest,
input              data_valid,
input        [7:0] p_data,
input              ser_en,
output   reg       ser_done,
output   reg       ser_data
);
reg  [3:0] counter;
reg [3:0]i;
reg [7:0] cap_data;
wire check;
assign check=(counter==4'b1000)?1'b1:1'b0; 
always @(posedge clk or negedge rest)
begin
  if(!rest)
    begin
      ser_done<=1'b0;
      ser_data<=1'b0;
      cap_data<=8'b0;
      counter<='b0;
      i<=1'b0;
    end
    else if(data_valid)
      begin
        cap_data<= p_data;
      end
    else if(!check && ser_en)
      begin
        ser_done<=1'b0;
        counter<=counter+1'b1;
        ser_data<=cap_data[i];
        i<=i+1'b1;
      end
    else 
      begin
         counter<='b0;
         ser_done<=1'b1;
         ser_data<=ser_data;
         i<=1'b0;
      end
end
endmodule 
module tx_top  
(
input [7:0] p_data,
input       data_valid,
input       par_en,
input       par_typ,
input       clk,
input       rst,
output      busy_reg,
output      out_tx
);
wire enable;
wire done ;
wire data_ser;
wire bit_par;
wire busy_wir;
wire [1:0] sel_mux;
serliser  u1 (
.clk(clk),
.rest(rst),
.data_valid(data_valid),
.p_data(p_data),
.ser_en(enable),
.ser_done(done),
.ser_data(data_ser)
);
fs_art  u2 (
.clk(clk),
.rest(rst),
.par_en(par_en),  
.data_valid(data_valid),
.ser_done(done),
.ser_en(enable),
.mux_sel(sel_mux),
.busy(busy_wir)
);
parity u3(
.clk(clk),
.rest(rst),
.p_data(p_data),
.par_typ(par_typ),
.data_valid(data_valid),
.par_bit(bit_par)
);
mux_art u4 (
.sel(sel_mux),
.clk (clk),
.rst(rst),
.ser_data(data_ser),
.par_bit(bit_par),
.out_tx_reg(out_tx),
.busy(busy_wir),
.busy_reg(busy_reg)
);
endmodule 
$ cat flow/run.sh
#!/bin/bash
# OpenROAD 26Q1-2900-gdf79404cd8, Yosys 0.63+post, stock flow scripts
make -C /OpenROAD-flow-scripts/flow DESIGN_CONFIG=/design/flow/config.mk WORK_HOME=/design/flow/orfs finish
$ cat flow/config.mk
export PLATFORM = sky130hd
export DESIGN_NAME = tx_top
export DESIGN_NICKNAME = tx_top
export VERILOG_FILES = /design/flow/design.v
export SDC_FILE = /design/flow/constraint.sdc
export NUM_CORES = 4
export LEC_CHECK = 1
export CORE_AREA = 10 10 100 100
export DIE_AREA = 0 0 110 110
$ cat flow/constraint.sdc
current_design tx_top

set clk_period 3.1
set clk_io_pct 0.2

create_clock -name clk0 -period $clk_period [get_ports {clk}]

set non_clock_inputs [all_inputs -no_clocks]
set_input_delay [expr $clk_period * $clk_io_pct] -clock clk0 $non_clock_inputs
set_output_delay [expr $clk_period * $clk_io_pct] -clock clk0 [all_outputs]
==> results.cfg <==
; yosys + openroad results
[power_and_ir_drop]
powerDensity_nw_per_um2 = 745
vdd_ir_drop_max_uv = 291
p_leak_nw = 0.600

[timing]
min_period_ns = 1.87
grt_setup_unrepaired = no
fmax_mhz = 533
relSlewSlack_pct = 75.6
period_used_pct = 60.5
tns_ns = 0
setup_viol_count_final = 0
tightest_slew_ns = 0.363
finalMaxSlewViolations = 0
fin_skew_ns = 0.00425
hold_viol = 0

[setup_path]
start_kind = flop
critPathBufInv = 1
crit_fanout = 1
crit_chain = clkdlybuf4s50_1
crit_path_end_kind = output pin
cp_top_family = flip-flops
critPathArrivalTime_ns = 1.25
cp_slowest_cell = dfstp_2
crit_type = flop to output pin
crit_path_max_incr_delay_ns = 0.52
cp.required_ns = 2.48

[routing]
drc = 0
firstDrtPassIters = 3
met1_length_microns = 1070
highest_layer = met4
antenna_cells = 0
vias = 654
routed-wl-met3_microns = 106
viasPerCell = 3.25
wl_met2_microns = 806
route.final.wire_length_microns = 1990
drtIter0Drc = 45
detail-route-antenna-nets = 0
avgRoutedWirePerCell_microns = 9.90

[global_route]
overflow = 0
antenna_found_initial = 0
grt_first_pass_wirelength_microns = 3400
grt_pass1_vias = 707
grt_max_degree = 25
grt_util_all_layers_pct = 3.46

[clock_tree]
cts_sinks = 24
path_clk_slew_ns = 0.09
cts_made_buffers = 3
cts_resized = 0
postCtsSetupRepairBufs = 0
cts_tree = done
hold_buffers = 0
clockBufferDepth = 2
cts-root-buf = clkbuf_8
htree_levels = 1
insertion_delay_ns = 0.27

[finish]
syn2layout_area_growth_pct = 31.5
top_register = u1.cap_data
fillers = 849
fin_util_pct = 18.5
final_cells = 201
top_regs = u1.cap_data: 8 flops, u1.counter: 4 flops, u2.current_state: 4 flops
drive_gt1_share_pct = 22.2
largest_reg_flops = 8

[floorplan]
io_pins = 15
rows = 32
die_w_microns = 110
core_util_floorplan_pct = 14.1
die_y_microns = 110
die_area_sq_um = 12100
core_sq_um = 7810

[synth]
ff_type = dfrtp_1
yosys.area.top_type_share_pct = 50.1
ys_ff = 24
edf_count = 0
synth_seq_share_pct = 54.9
synth_cell_type_count = 23
yosys_area_sq_um = 1100
largest_area_cell = dfrtp_1
synth.most_common_cell = dfrtp_1
syn_area_sq_um = 1100
syn_inst = 81
ys_cells = 81
synthTopCellsByArea = dfrtp_1, mux2_2, xnor2_1
yosysWarningCount = 4
syn_avg_cell_area_sq_um = 13.6
top_cells_by_count = dfrtp_1, mux2_2, xnor2_1
async_flop_share_pct = 100

[hold_path]
hp-class = flop to flop

[placed_design]
place_inst = 197
gp_congestion = 0.741
hpwl_microns = 1520
io_buffer_count = 14

[flow_run]
cap_violations = 0
warnings = 26

[run_status]
status = finished, final reports clean
logic make-up after synthesis:
logic type / synth area share, %
simple gates: 6.38
fa+ha+maj: 3.42
compound gates: 6.61
buf+inv: 2.05
mux: 17.4
flops: 54.9
xor+xnor: 9.23
per-layer routing:
layer / vias to the layer above / GRT usage [%]
li1: 321 / -
met1: 318 / 5.25
met2: 13 / 4.87
met3: 2 / 1.18
met4: 0 / 0.186
met5: - / 0
final timing paths:
kind,to,cells past startpoint,slack [ns],startpoint
min in group asynchronous,u4.busy_reg$_DFF_PN0_,2,0.72,rst
setup / recovery,out_tx,1,1.23,u4.out_tx_reg$_DFF_PN1_
hold / removal,u4.busy_reg$_DFF_PN0_,1,0.47,u2.current_state[2]$_DFF_PN0_
setup reg to reg,u1.ser_data$_DFFE_PN0P_,3,1.48,u1.i[0]$_DFFE_PN0N_
hold reg to reg,u4.busy_reg$_DFF_PN0_,1,0.47,u2.current_state[2]$_DFF_PN0_
max in group asynchronous,u2.current_state[0]$_DFF_PN1_,2,2.10,rst
area by class of cell:
class	instances	area [sq um]	share of cell area, %
clock buffers	3	41.3	2.86
repair buffers	16	155	10.7
flip-flops and latches	24	603	41.7
inverters	4	15.0	1.04
well taps	102	128	8.83
clock inverters	1	30.0	2.08
multi-input cells	51	473	32.7
cell usage in the layout (no fill, tap or decap), drive strengths merged, types with 3 or more instances in the layout:
cell type	synthesis	routed
dfrtp	22	22
nand2	3	3
nor2b	3	3
clkbuf	2	3
clkdlybuf4s50	0	14
ha	3	3
a21oi	5	5
xnor2	7	7
inv	4	4
mux2	12	12
o22ai	3	3
per-stage QoR:
| step | power [W] | setup WS, ns | hold slack [ns] | cell area [sq um] |
|---|---|---|---|---|
| 3_5_place_dp | 0.000813 | 1.02 | 0.458 | 1370 |
| 5_1_grt | 0.00116 | 1.16 | 0.508 | 1450 |
| 2_1_floorplan | 0.000713 | 1.43 | 0.324 | 1100 |
| 4_1_cts | 0.00109 | 1.21 | 0.478 | 1450 |
| 3_3_place_gp | 0.000810 | 1.01 | 0.450 | 1370 |
| 6_report | 0.00108 | 1.23 | 0.471 | 1450 |
power breakdown:
part | total, W | switching [W] | internal [W]
Clock | 0.000272 | 0.0000993 | 0.000173
Sequential | 0.000484 | 0.0000747 | 0.000409
Combinational | 0.000321 | 0.000126 | 0.000195
Total | 0.00108 | 0.000300 | 0.000777
Power is estimated from default activity; no workload was simulated.
